===== design/flow/constraint.sdc =====
current_design Compliment_9s

set clk_period 1.5
set clk_io_pct 0.2

create_clock -name clk0 -period $clk_period

set non_clock_inputs [all_inputs -no_clocks]
set_input_delay [expr $clk_period * $clk_io_pct] -clock clk0 $non_clock_inputs
set_output_delay [expr $clk_period * $clk_io_pct] -clock clk0 [all_outputs]

===== design/flow/run.sh =====
#!/bin/bash
# OpenROAD 26Q1-2900-gdf79404cd8, Yosys 0.63+post, stock flow scripts
make -C /OpenROAD-flow-scripts/flow DESIGN_CONFIG=/design/flow/config.mk WORK_HOME=/design/flow/orfs finish

===== design/flow/config.mk =====
export PLATFORM = sky130hd
export DESIGN_NAME = Compliment_9s
export DESIGN_NICKNAME = Compliment_9s
export VERILOG_FILES = /design/flow/design.v
export SDC_FILE = /design/flow/constraint.sdc
export NUM_CORES = 4
export LEC_CHECK = 1
export CORE_AREA = 10 10 70 70
export DIE_AREA = 0 0 80 80

===== design/flow/design.v =====
`timescale 1ns / 1ps
module Compliment_9s(
    input [3:0] A,
	 input Cin,
    output [3:0] B,
	 output Cout
    );
wire [3:0] Ab;
RCA A1(.A(A^4'b1111), .B(0),  .Cin(1),   .S(Ab), .Cout());
RCA A2(.A(4'b1001),   .B(Ab), .Cin(Cin), .S(B),  .Cout(Cout));
endmodule
`timescale 1ns / 1ps
module FA(
    input A,B,Cin,
    output S,Cout
    );
assign S=A^B^Cin;
assign Cout=(A&B)|(B&Cin)|(Cin&A);
endmodule
`timescale 1ns / 1ps
module RCA( A,B,Cin,S,Cout);
    input [3:0] A,B;
    output [3:0] S;
    input Cin;
    output Cout;
wire [2:0] C;
FA FA1(.A(A[0]),.B(B[0]),.Cin(Cin),.S(S[0]),.Cout(C[0]));
FA FA2(.A(A[1]),.B(B[1]),.Cin(C[0]),.S(S[1]),.Cout(C[1]));
FA FA3(.A(A[2]),.B(B[2]),.Cin(C[1]),.S(S[2]),.Cout(C[2]));
FA FA4(.A(A[3]),.B(B[3]),.Cin(C[2]),.S(S[3]),.Cout(Cout));
endmodule

==> results.toml <==
# flow metrics
[synth]
yosysTopAreaCellShare = 0.508
syn_area_per_cell_um2 = 7.38
ys_seq_frac = 0
ys_types = 4
netlist_area_um2 = 148
yosys_area_um2 = 148
topCellsByArea = "ha_1 51%, inv_1 23%, buf_4 20%"
synth_top_cell_by_area = "ha_1"
ys_warn_count = 2
yosysMostFrequentCell = "inv_1"
yosys-top-cells-count = "9 x inv_1, 6 x ha_1, 4 x buf_4"
synth-cells-yosys = 20
syn_inst = 20

[final_layout]
fillers = 396
drive_gt1_frac = 0.808
comb_area_um2 = 156
syn_to_final_growth_pct = 145
flops = 0
nClkBuffers = 0
regArea_um2 = 0

[pwr]
p_switching_mw = 0.0414
vdd_drop_max_mv = 0.0356
switching_share = 0.397
total_power_mw = 0.104
share_comb_of_total_power = 1.000
p_per_area_nw_per_um2 = 289
leakage_nw = 0.143
p_int_mw = 0.0629
pwr-share-seq = 0
clock_power_share = 0

[run]
warnings = 35
maxCapViolations = 0

[final_timing]
finalCritPeriodShare = 1.10
layout_setup_ws_ns = -0.156
finalSetupViolations = 2
fmax_mhz = 604
min_period_ns = 1.66
slew_violations = 0
relSlewSlack = 0.894
rsz0062_at_grt = "true"
tightest_slew_ns = 0.159
totalNegativeSetupSlack_ns = -0.214
finalHoldViolations = 0

[critical_path]
crit_type = "in -> out"
crit_path_end_kind = "primary output"
start_kind = "input port"
arrival_ns = 1.36
path_max_fanout = 2
critPathRequiredTime_ns = 1.20

[floorplan]
rows = 21
chipArea_um2 = 6400
fp.dieH_um = 80
core_area_um2 = 3420
die_x_um = 80
fp_util = 0.0432
num_io_pins = 10

[grt]
antenna_found_initial = 0
grt_max_degree = 3
grt_pass1_wl_um = 655
grt-ovfl-total = 0
grt_use_total = 0.0129
grt_pass1_vias = 145

[routing]
routed_wl_um = 426
antenna-diode-count = 0
drc = 0
dr.first_iter.drc_count = 0
drtPass1Iterations = 1
wl_per_cell_um = 5.92
viasPerCell = 1.76
drtAntennaViolNets = 0
num_vias = 127

[clock_tree]
cts_setup_buffers = 0
cts.hold.buffers_added = 0

[placed_design]
portBuffers = 10
gp_congestion = 0.774

[status]
status = "complete, but fails checks"
violations = "negative setup slack"

[hold_path]
hp-class = "in -> out"
-- power by group through the flow --
stage         clock network, mW  logic [mW]  registers, mW
CTS                           0       0.104              0
global route                  0       0.121              0
finish                        0       0.104              0
-- final timing paths --
check / startpoint / end / slack [ns] / depth (start not counted)
worst max-delay path: A[0] / B[3] / -0.16 / 9
worst min-delay path: A[0] / B[0] / 1.15 / 5
-- worst max-delay path, cell delays in order --
cell and delay, ns:
buf_8 0.09, inv_12 0.03, ha_4 0.15, ha_4 0.26, ha_4 0.13, inv_4 0.03, ha_4 0.24, inv_2 0.02
buf_2 0.10
-- stage by stage --
step / worst slack (ns) / instances / instance area (um2) / hold WS [ns] / util
after detailed placement: -1.05 / 72 / 363 / 1.62 / 0.106
after global routing: -0.195 / 72 / 362 / 1.19 / 0.106
after floorplan: -0.0199 / 20 / 239 / 0.846 / -
after CTS: -0.169 / 72 / 359 / 1.15 / 0.105
final: -0.156 / 72 / 362 / 1.15 / 0.106
after global placement: -1.04 / 72 / 363 / 1.62 / 0.106
-- layout by cell type, fill, tap and decap left out, drive strengths merged --
master,Yosys,final
buf,4,6
xor2,1,1
ha,6,6
dlygate4sd2,0,3
inv,9,9
clkdlybuf4s15,0,1
-- kinds of logic (layout without fill, tap and decap cells) --
logic type / after synthesis / in the layout / share of synthesized area
buf+inv: 13 / 19 / 0.432
fa+ha+maj: 6 / 6 / 0.508
xor+xnor: 1 / 1 / 0.0593
-- what timing repair did --
action | CTS | global route
gates resized | 37 | 1
pin swaps | 7 | 3
endpoints found under the setup margin | 5 | 2
-- final cells by class --
| cell class | count | area share |
|---|---|---|
| repair buffers | 10 | 0.239 |
| multi-input cells | 7 | 0.433 |
| inverters | 9 | 0.170 |
| well taps | 46 | 0.159 |
-- layer usage --
metal,vias to the layer above,part of all wire,global-route usage
li1,64,-,-
met1,54,0.31,0.0119
met4,0,0,0
met3,0,0.41,0.0216
met2,9,0.28,0.0152
met5,-,0,0
Power is estimated from default activity; no workload was simulated.
