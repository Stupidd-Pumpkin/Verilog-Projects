**./design.v**
```verilog
`timescale 1ns / 1ps
module BW_Multiplier(
    input [3:0] a,b,
    output [7:0] p
    );
wire [2:0] pp1,pp2,pp3,pp4,c1,c2,c3,c4,c5;
assign p[0]=a[0]&b[0];
HA A11(.A(b[0]&a[1]), 	 .B(b[1]&a[0]), .S(p[1]), 	  .C(c1[0]));
FA A12(.A(b[0]&a[2]),    .B(b[1]&a[1]), .Cin(c1[0]), .S(pp1[1]), .Cout(c1[1]));
FA A13(.A(~(b[0]&a[3])), .B(b[1]&a[2]), .Cin(c1[1]), .S(pp1[2]), .Cout(c1[2]));
HA A21(.A(b[2]&a[0]), 	 .B(pp1[1]),	 .S(p[2]), 	  .C(c2[0]));
FA A22(.A(b[2]&a[1]),	 .B(pp1[2]),	 .Cin(c2[0]), .S(pp2[1]), .Cout(c2[1]));
FA A23(.A(~(b[1]&a[3])), .B(c1[2]),	  	 .Cin(c2[1]), .S(pp2[2]), .Cout(c2[2]));
HA A31(.A(~(b[3]&a[0])), .B(pp2[1]),	 .S(p[3]),	  .C(c3[0]));
FA A32(.A(b[2]&a[2]),    .B(pp2[2]), 	 .Cin(c3[0]), .S(pp3[1]), .Cout(c3[1]));
FA A33(.A(~(b[2]&a[3])), .B(c2[2]), 	 .Cin(c3[1]), .S(pp3[2]), .Cout(c3[2]));
FA A41(.A(~(b[3]&a[1])), .B(pp3[1]), 	 .Cin(1),	  .S(p[4]),   .Cout(c4[0]));
FA A42(.A(~(b[3]&a[2])), .B(pp3[2]), 	 .Cin(c4[0]), .S(p[5]),   .Cout(c4[1]));
FA A43(.A(b[3]&a[3]),	 .B(c3[2]), 	 .Cin(c4[1]), .S(p[6]),   .Cout(c5[0]));
assign p[7]=~c5[0];
endmodule
`timescale 1ns / 1ps
module FA(
    input A,B,Cin,
    output S,Cout
    );
assign S=A^B^Cin;
assign Cout=(A&B)|(B&Cin)|(Cin&A);
endmodule
`timescale 1ns / 1ps
module HA(
    input A,B,
    output S,
    output C
    );
assign S=A^B,C=A&B;
endmodule
```
**./run.sh**
```bash
#!/bin/bash
# OpenROAD 26Q1-2900-gdf79404cd8, Yosys 0.63+post, stock flow scripts
make -C /OpenROAD-flow-scripts/flow DESIGN_CONFIG=/design/flow/config.mk WORK_HOME=/design/flow/orfs finish
```
**./config.mk**
```make
export PLATFORM = sky130hd
export DESIGN_NAME = BW_Multiplier
export DESIGN_NICKNAME = BW_Multiplier
export VERILOG_FILES = /design/flow/design.v
export SDC_FILE = /design/flow/constraint.sdc
export NUM_CORES = 4
export LEC_CHECK = 1
export CORE_AREA = 10 10 70 70
export DIE_AREA = 0 0 80 80
```
**./constraint.sdc**
```tcl
current_design BW_Multiplier

set clk_period 7.3
set clk_io_pct 0.2

create_clock -name clk0 -period $clk_period

set non_clock_inputs [all_inputs -no_clocks]
set_input_delay [expr $clk_period * $clk_io_pct] -clock clk0 $non_clock_inputs
set_output_delay [expr $clk_period * $clk_io_pct] -clock clk0 [all_outputs]
```
==> qor.yml <==
tightest_slew_ns: 0.1380
die_height_um: 80
ys_warn_count: 1
hold_buffers: 0
core_util_floorplan: 0.1081
top_cell: "inv_1"
synthTopCellsByArea: "fa_1 (43%), and2_1 (14%), ha_1 (14%)"
power_mw: 0.06187
seq_cells: 0
p_leak_nw: 0.2677
critPathCapture: "p[6]"
ys_seq_frac: 0
grt_max_degree: 5
ys_cells: 43
hold_path_depth: 4
syn_avg_cell_area_um2: 8.584
antenna_found_initial: 0
grt_use_total: 0.02870
syn_inst: 43
slew_headroom: 0.9077
post-route-drc-count: 0
grt_pass1_wl_mm: 1.559
comb_area_um2: 302.8
finalWeightedCongestion: 0.7170
dr.pass1.iters: 1
cp-start-kind: "input pin"
cap_violations: 0
drt_iter0_markers: 0
syn_area_um2: 369.1
critPathMaxFanout: 2
die_area_um2: 6400
wirelength_um: 844
cp.required_ns: 5.84
io_buffers: 16
hold_viol_final: 0
irDropWorstVdd_mv: 0.01691
synth-area-yosys_um2: 369.1
area_growth_pct: 60.34
post_cts_buffers: 0
grt_pass1_vias: 380
yosysTopAreaCellShare: 0.4339
startpoint: "a[2]"
ys_top_cells_by_count: "inv_1 (9), and2_1 (8), fa_1 (8), nand2_1 (8), buf_4 (6)"
finalClockPeriodUsage: 0.9707
flop_area_um2: 0
hold_slack_ns: 3.819
grt.overflow.total: 0
crit_type: "input pin to primary output"
fmax_ghz: 0.1411
dp_hpwl_um: 813
worst_slack_ns: 0.2139
cts_resized: 14
num_vias: 312
antenna_cells: 0
ant_nets: 0
min_period_ns: 7.086
slew_violations: 0
rsz0062_at_grt: "no"
drive_gt1_frac: 0.2373
fp.dieW_um: 80
place_ws_ns: -0.4460
fillers: 390
yosysTopAreaCell: "fa_1"
hold_class: "input pin to primary output"
cp.arrival_ns: 5.63
status: "finished clean"
endpoint_kind: "primary output"
nClkBuffers: 0
num_rows: 21
via_per_inst: 2.971
routedWlPerCell_um: 8.038
io_pins: 16
p_per_area_nw_per_um2: 104.5
core-area_um2: 3416
warning_count: 32
ys_types: 6
setup_viol: 0
[how the worst min path moves through the flow]
| stage | startpoint | to |
|---|---|---|
| global route | b[0] | p[0] |
| finish | b[0] | p[0] |
| CTS | b[0] | p[0] |
[layout make-up]
class	instances	share of cell area
well taps	46	0.09725
multi-input cells	28	0.5116
inverters	9	0.05708
repair buffers	22	0.3340
[critical path, stage by stage]
cell and delay, ns:
clkdlybuf4s50_1 0.48, nand2_1 0.08, fa_2 0.38, inv_2 0.06, fa_1 0.42, fa_2 0.35
fa_1 0.48, fa_2 0.35, fa_1 0.48, fa_2 0.35, inv_2 0.06, fa_1 0.40
inv_1 0.06, dlygate4sd2_1 0.19
[through the flow]
| step | setup TNS (ns) | instances | util | instance area [um2] |
|---|---|---|---|---|
| floorplan | 0 | 43 | - | 369.1 |
| global placement | -0.5941 | 105 | 0.1718 | 586.8 |
| detailed placement | -0.6166 | 105 | 0.1718 | 586.8 |
| CTS | 0 | 105 | 0.1733 | 591.8 |
| global route | 0 | 105 | 0.1733 | 591.8 |
| finish | 0 | 105 | 0.1733 | 591.8 |
[logic make-up (layout without fill, tap and decap cells)]
logic type / after synthesis / count (layout) / share of synthesized area
adder cells (fa/ha/maj): 12 / 12 / 0.5695
buffers and inverters: 15 / 31 / 0.2135
AND/OR/NAND/NOR: 16 / 16 / 0.2170
[layer usage]
layer	vias up	track usage	routed length [um]
li1	150	-	-
met1	158	0.02514	274
met2	4	0.06742	527
met3	0	0.002273	42
met4	0	0	0
met5	-	0	0
[placed cells by master (no fill, tap or decap)]
cell type | netlist | layout
buf_4 | 6 | 6
ha_2 | 0 | 1
inv_1 | 9 | 6
fa_1 | 8 | 4
nand2_1 | 8 | 8
and2_1 | 8 | 8
clkdlybuf4s50_1 | 0 | 10
ha_1 | 4 | 3
dlygate4sd2_1 | 0 | 6
inv_2 | 0 | 3
fa_2 | 0 | 4
[report_power, final]
part	switching [mW]	internal [mW]	leakage, nW	total, mW
logic	0.0216	0.0402	0.268	0.0619
registers	0	0	0	0
clock network	0	0	0	0
No activity file was given, so power comes from the tool's default toggle rates.
